==> flow/constraint.sdc <==
current_design DATA_ADDR_GENERATOR

set clk_period 1.0
set clk_io_pct 0.2

create_clock -name clk0 -period $clk_period [get_ports {clk}]

set non_clock_inputs [all_inputs -no_clocks]
set_input_delay [expr $clk_period * $clk_io_pct] -clock clk0 $non_clock_inputs
set_output_delay [expr $clk_period * $clk_io_pct] -clock clk0 [all_outputs]
==> flow/run.sh <==
#!/bin/bash
# OpenROAD 26Q1-2900-gdf79404cd8, Yosys 0.63+post, stock flow scripts
make -C /OpenROAD-flow-scripts/flow DESIGN_CONFIG=/design/flow/config.mk WORK_HOME=/design/flow/orfs finish
==> flow/config.mk <==
export PLATFORM = sky130hd
export DESIGN_NAME = DATA_ADDR_GENERATOR
export DESIGN_NICKNAME = DATA_ADDR_GENERATOR
export VERILOG_FILES = /design/flow/design.v
export SDC_FILE = /design/flow/constraint.sdc
export NUM_CORES = 4
export LEC_CHECK = 1
export CORE_AREA = 10 10 70 70
export DIE_AREA = 0 0 80 80
==> flow/design.v <==
module DATA_ADDR_GENERATOR(
    input clk, rst, 
    input [7:0] data_addr_in,
    output reg [7:0] data_addr_out
);
always @(posedge clk or negedge rst) begin
    if(!rst) begin
        data_addr_out <= 128;
    end
    else begin
        data_addr_out <= data_addr_in + 128;
        if(data_addr_in + 128 >= 223) begin 
            data_addr_out <= (data_addr_in + 128) - 223 + 128;  
        end 
    end
end
endmodule
==> impl_metrics.json <==
{
  "status": "finished with violations",
  "violations": "negative setup slack",
  "routabilityCongestion": 0.886,
  "ys_top_cells_by_area": "dfrtp_1 (35%), dfstp_2 (5.3%), o311ai_4 (5.3%)",
  "cp.depth": 1,
  "p_clk_share_pct": 29.0,
  "post-place-ws_ns": -0.552,
  "edf_count": 0,
  "cp-start-kind": "flop",
  "synth_area_per_cell_sq_um": 10.6,
  "pin_count": 18,
  "setup.worst_path.class": "reg -> out",
  "cp.arrival_ns": 0.83,
  "largest_register": "data_addr_out",
  "switching_share_pct": 24.5,
  "worst_slack_ns": -0.0319,
  "io_buffers": 17,
  "logic_family": "AND-OR/OR-AND gates",
  "ff_latch_area_sq_um": 201,
  "num_antenna_cells": 0,
  "dpl_cell_area_sq_um": 818,
  "via_per_inst": 3.92,
  "grt_util_all_layers_pct": 3.93,
  "setup_viol": 1,
  "row_count": 21,
  "clk_pin_slew_ns": 0.05,
  "slew_headroom_pct": 78.3,
  "max-cap-violations": 0,
  "power.net_switching_uw": 211,
  "logic_area_sq_um": 302,
  "synth_adder_area_share_pct": 2.51,
  "min_period_over_period_pct": 103,
  "worst_pin_slew_ns": 0.321,
  "slowest_stage": "dfstp_2",
  "slowest_delay_ns": 0.50,
  "fmax_mhz": 969,
  "tool_warnings": 28,
  "clk_path_buf_depth": 2,
  "ys_sh_xor_pct": 3.51,
  "synth.cellmix.simpleShare_pct": 18.8,
  "endpoint_kind": "output pin",
  "ys_seq_share_pct": 40.4,
  "layout-drive-gt1-share_pct": 47.6,
  "netlist_area_sq_um": 499,
  "dp_hpwl_microns": 1050,
  "critPathTopFamily": "flip-flops",
  "wirelength_microns": 1270,
  "grt_pass1_vias": 510,
  "largest_area_cell": "dfrtp_1",
  "yosys_cells": 47,
  "ys_area_sq_um": 499,
  "crit_fanout": 1,
  "compound_area_share_pct": 25.1,
  "die_w_microns": 80,
  "synthArstFlopShare_pct": 100,
  "internal_power_uw": 648,
  "fin_setup_tns_ns": -0.0319,
  "grt_start_max_net_pins": 9,
  "drt_iter0_drc": 22,
  "path_buffers": 1,
  "peakVddDrop_mv": 0.253,
  "hold_violations": 0,
  "slew_viol_final": 0,
  "synth_flops": 8,
  "dp_cells": 120,
  "ys.flop_type": "dfrtp_1",
  "top_cell_area_share_pct": 35.1,
  "cts_tree": "built",
  "antenna_found_initial": 0,
  "fp_util_pct": 14.6,
  "clkSinkCount": 8,
  "grt_pass1_wl_microns": 2140,
  "power.leakage_nw": 0.352,
  "top_regs": "data_addr_out x8",
  "ys_types": 28,
  "utilization_pct": 25.2,
  "ys_sh_mux_pct": 3.01,
  "rsz0062_at_grt": "yes",
  "powerDensity_nw_per_um2": 996,
  "die_h_microns": 80,
  "die_area_sq_um": 6400,
  "yosysWarnings": 1,
  "wl_per_cell_microns": 9.94,
  "power_uw": 859,
  "root_buffer": "clkbuf_4",
  "core-area_sq_um": 3420,
  "nFillCells": 368,
  "drc": 0,
  "cts_inserted_buffers": 3,
  "drt_pre_antenna_iters": 4,
  "seqPwrFrac_pct": 41.9,
  "area_growth_pct": 72.7,
  "largest_reg_flops": 8,
  "stdcell_count": 128,
  "hold-worst-slack_ns": 0.205,
  "ant_nets": 0,
  "cts_max_level": 1,
  "crit_chain": "buf_2",
  "finalCriticalPeriod_ns": 1.03,
  "vias": 502,
  "synth_cells": 47,
  "required_ns": 0.80,
  "grt.overflow.total": 0,
  "p_comb_share_pct": 29.0,
  "hp-class": "in -> async",
  "fin_area_sq_um": 862
}
cell usage in the layout (no fill, tap or decap), types with 2 or more instances in the layout:
cell type / netlist / routed
o21ai_0: 5 / 5
nand4_1: 2 / 2
buf_4: 1 / 10
clkbuf_2: 0 / 9
clkdlybuf4s15_1: 0 / 4
a21oi_4: 0 / 2
dfrtp_1: 7 / 7
buf_6: 2 / 7
clkbuf_4: 0 / 3
a31oi_1: 2 / 2
dlygate4sd2_1: 0 / 2
nor3b_1: 3 / 3
nand3_1: 3 / 3
nand2_1: 2 / 2
cell families after synthesis:
family | Yosys count
adders and majority gates | 1
buffers and inverters | 4
muxes | 1
xor gates and xnor gates | 2
DFF | 8
AOI/OAI and AO/OA | 16
and+or+nand+nor | 15
layer usage:
layer / GRT usage, % / share of wire, %
met1: 5.06 / 47
met2: 5.14 / 35
met3: 2.61 / 16
met4: 1.23 / 2.1
met5: 0 / 0
path summary, 6_finish.rpt:
path | startpoint | to
hold / removal | rst | data_addr_out[4]
setup / recovery | data_addr_out[7] | data_addr_out[7]
min in group clk0 | data_addr_in[0] | data_addr_out[0]
max in group asynchronous | rst | data_addr_out[7]
what timing repair did:
action                                  in CTS  in global routing
setup buffers                                4                  0
cloned                                       0                  0
pin swaps                                    7                  4
resized                                     38                 11
endpoints found under the hold margin        0                  0
hold buffers                                 0                  0
endpoints found under the setup margin      16                  9
synthesized netlist by cell type, types with 2 or more instances:
cell	number
dfrtp_1	7
nand2_1	2
o21ai_0	5
a21oi_1	2
nand4_1	2
nand3_1	3
a31oi_1	2
buf_6	2
nor3b_1	3
final cells by class:
| cell class | count | share of cell area [%] |
|---|---|---|
| flip-flops and latches | 8 | 23.4 |
| repair buffers | 34 | 31.5 |
| well taps | 46 | 6.68 |
| clock buffers | 4 | 3.05 |
| multi-input cells | 35 | 35.0 |
| inverters | 1 | 0.435 |
power groups by stage:
stage | registers, mW | clock network [mW] | logic [mW]
final | 0.360 | 0.249 | 0.249
after global routing | 0.364 | 0.283 | 0.276
after CTS | 0.360 | 0.260 | 0.265
No activity file was given, so power comes from the tool's default toggle rates.
