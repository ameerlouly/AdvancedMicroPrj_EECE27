==> ./config.mk <==
export PLATFORM = sky130hd
export DESIGN_NAME = memory
export DESIGN_NICKNAME = memory
export VERILOG_FILES = /design/flow/design.v
export SDC_FILE = /design/flow/constraint.sdc
export NUM_CORES = 4
export LEC_CHECK = 1
export CORE_UTILIZATION = 50
==> ./constraint.sdc <==
current_design memory

set clk_period 2.5
set clk_io_pct 0.2

create_clock -name clk0 -period $clk_period [get_ports {clk}]

set non_clock_inputs [all_inputs -no_clocks]
set_input_delay [expr $clk_period * $clk_io_pct] -clock clk0 $non_clock_inputs
set_output_delay [expr $clk_period * $clk_io_pct] -clock clk0 [all_outputs]
==> ./design.v <==
module memory (
    input  wire        clk,
    input  wire        rst,            
    input  wire [7:0]  addr_a,
    output reg  [7:0]  instr_out,
    input  wire        we_b,              
    input  wire [7:0]  addr_b,
    input  wire [7:0]  write_data_b,
    output reg  [7:0]  data_out_b
);
    reg [7:0] mem [0:255];
    always @(posedge clk or negedge rst) 
    begin
        if (!rst) 
        begin
            instr_out  <= 8'd0;
            data_out_b <= 8'd0;
        end
        else 
        begin
            if (we_b) 
            begin
                mem[addr_b] <= write_data_b;    
                data_out_b  <= write_data_b;    
                if (addr_a == addr_b)
                    instr_out <= write_data_b;
                else
                    instr_out <= mem[addr_a];
            end
            data_out_b <= mem[addr_b];
            instr_out  <= mem[addr_a];
        end
    end
endmodule
==> ./run.sh <==
#!/bin/bash
# OpenROAD 26Q1-2900-gdf79404cd8, Yosys 0.63+post, stock flow scripts
make -C /OpenROAD-flow-scripts/flow DESIGN_CONFIG=/design/flow/config.mk WORK_HOME=/design/flow/orfs finish
==> summary.txt <==
yosys + openroad results -> outcome did not finish, Failed at global routing, stop err [ERROR GRT-0116] Global routing finished with congestion. Check the congestion regions in the DRC Viewer., mapped cell area roughly 0.094 sq mm, largest net degree at the start of global routing roughly 90, Clock Path Buffers 3, Yosys chip area around 0.094 sq mm, GRT Util Overall 122%, root buffer cell clkbuf_16, pre-CTS setup slack -2.03 ns, Ports around 43, Die H 436 um, top cells, area edfxtp_1, a22oi_1, nand3_1, H-tree depth 4, most common cell in the synthesized netlist edfxtp_1, Post-synth top cells edfxtp_1, a22oi_1, nand3_1, Yosys Instances 7,141, global-route wire length before repair 1,360,000 um, number of enable flip-flop cells 2,048, Overflow after GRT 37,000, Yosys cell types roughly 79, DPL Wire Length 745,000 um, Syn. warnings 2, largest area contributor in the netlist edfxtp_1, Syn Inst Count 7,141, Area leader share between 60% and 70%, async set-or-reset flop fraction in the synthesized netlist 0.775%, Rows approximately 160, sequential share of the synthesized area 65.7%, Routability Congestion 2.21, vias in the first global route around 130k, syn avg cell area 13.2 sq um, Main synth FF type edfxtp_1, die width between 400 and 500 um, Init Core Util between 50% and 60%, Num Clock Sinks 2,064, Yosys reg bits about 2,100, # port buffers 42, total CTS buffers 205
[per-stage QoR]
step / utilization [%] / instances / area [sq um] / power [mW] / TNS (ns)
CTS: 72.6 / 12400 / 135000 / 77.0 / -2.13
detailed placement: 67.4 / 12000 / 125000 / 45.5 / -625.39
global placement: 67.4 / 11900 / 125000 / 45.5 / -574.45
floorplan: - / 7141 / 95700 / 40.7 / -462.87
[layer usage]
layer  global-route usage (%)  overflow
met5                     99.4       464
met3                      110      5541
met4                      106      3255
met1                      131     12200
met2                      135     15600
[cells by family after synthesis]
group           synth area share [%]
compound gates                  18.1
simple gates                    12.3
flops                           65.7
buf+inv                         3.60
mux                            0.185
xor+xnor                      0.0279
[timing repair]
| action | CTS |
|---|---|
| gates cloned | 3 |
| hold buffers | 1 |
| endpoints found under the setup margin | 21 |
| setup buffers | 120 |
| hold endpoints to repair | 15 |
| pin swaps | 121 |
| resized | 379 |
Power and IR drop assume default switching activity.
