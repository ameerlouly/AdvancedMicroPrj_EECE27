<file path="config.mk">
export PLATFORM = sky130hd
export DESIGN_NAME = id_ex_reg
export DESIGN_NICKNAME = id_ex_reg
export VERILOG_FILES = /design/flow/design.v
export SDC_FILE = /design/flow/constraint.sdc
export NUM_CORES = 4
export LEC_CHECK = 1
export CORE_UTILIZATION = 30
</file>
<file path="constraint.sdc">
current_design id_ex_reg

set clk_period 1.0
set clk_io_pct 0.2

create_clock -name clk0 -period $clk_period [get_ports {clk}]

set non_clock_inputs [all_inputs -no_clocks]
set_input_delay [expr $clk_period * $clk_io_pct] -clock clk0 $non_clock_inputs
set_output_delay [expr $clk_period * $clk_io_pct] -clock clk0 [all_outputs]
</file>
<file path="design.v">
module id_ex_reg(
    input clk, rst,
    input flush,
    input inject_bubble,
    input [7:0] pc_plus1,
    input [7:0] IP,
    input [7:0] imm,
    input       [2:0] BType,
    input       [1:0] MemToReg,
    input             RegWrite,
    input             MemWrite,
    input             MemRead,
    input             UpdateFlags,
    input       [1:0] RegDistidx,
    input       [1:0]     ALU_src,
    input       [3:0] ALU_op,
    input             IO_Write,
    input             isCall,    
    input             loop_sel,
    input  [7:0] ra_val_in,     
    input  [7:0] rb_val_in,     
    input  [1:0] ra,            
    input  [1:0] rb,             
    output reg      [2:0] BType_out,
    output reg      [1:0] MemToReg_out,
    output reg             RegWrite_out,
    output reg             MemWrite_out,
    output reg             MemRead_out,
    output reg             UpdateFlags_out,
    output reg       [1:0] RegDistidx_out,
    output reg       [1:0] ALU_src_out,
    output reg       [3:0] ALU_op_out,
    output reg             IO_Write_out,
    output reg             isCall_out,  
    output reg             loop_sel_out,
    output reg  [7:0] ra_val_out,
    output reg  [7:0] rb_val_out,
    output reg  [1:0] ra_out,
    output reg  [1:0] rb_out,
    output reg [7:0] pc_plus1_out,
    output reg [7:0] IP_out,
    output reg [7:0] imm_out
);
    always @(posedge clk or negedge rst) begin
        if(!rst) begin
            BType_out <= 0;
            MemToReg_out <= 0;
            RegWrite_out <= 0;
            MemWrite_out <= 0;
            MemRead_out <= 0;
            UpdateFlags_out <= 0;
            RegDistidx_out <= 0;
            ALU_src_out <= 0;
            ALU_op_out <= 0;
            IO_Write_out <= 0;
            ra_val_out <= 0;
            rb_val_out <= 0;
            ra_out <= 0;
            rb_out <= 0;
            IP_out <= 0;
            imm_out <= 0;
            pc_plus1_out <= 0;
            isCall_out <= 0;
            loop_sel_out <= 0;
        end
        else if (flush) begin
            BType_out <= 0;
            MemToReg_out <= 0;
            RegWrite_out <= 0;
            MemWrite_out <= 0;
            MemRead_out <= 0;
            UpdateFlags_out <= 0;
            RegDistidx_out <= 0;
            ALU_src_out <= 0;
            ALU_op_out <= 0;
            IO_Write_out <= 0;
            ra_val_out <= 0;
            rb_val_out <= 0;
            ra_out <= 0;
            rb_out <= 0;
            IP_out <= 0;
            imm_out <= 0;
            pc_plus1_out <= 0;
            isCall_out <= 0;
            loop_sel_out <= 0;
        end
        else if(inject_bubble) begin
            ALU_op_out <= 0;  
        end
        else begin
            BType_out <= BType;
            MemToReg_out <= MemToReg;
            RegWrite_out <= RegWrite;
            MemWrite_out <= MemWrite;
            MemRead_out <= MemRead;
            UpdateFlags_out <= UpdateFlags;
            RegDistidx_out <= RegDistidx;
            ALU_src_out <= ALU_src;
            ALU_op_out <= ALU_op;
            IO_Write_out <= IO_Write;
            ra_val_out <= ra_val_in;
            rb_val_out <= rb_val_in;
            ra_out <= ra;
            rb_out <= rb;
            pc_plus1_out <= pc_plus1;    
            IP_out <= IP;   
            imm_out <= imm;     
            isCall_out <= isCall;
            loop_sel_out <= loop_sel;
        end
    end
endmodule
</file>
<file path="run.sh">
#!/bin/bash
# OpenROAD 26Q1-2900-gdf79404cd8, Yosys 0.63+post, stock flow scripts
make -C /OpenROAD-flow-scripts/flow DESIGN_CONFIG=/design/flow/config.mk WORK_HOME=/design/flow/orfs finish
</file>
==> reports/qor.log <==
INFO  timing         clock.fmax=0.969GHz
INFO  clock_tree     tritoncts=built
INFO  timing         clock-skew-final=0ps
INFO  placed_design  gp_congestion=0.725
INFO  run_status     violations_in_the_final_reports=hold timing, setup timing
INFO  setup_path     worst_path_dominant_cell_family=flip-flops
INFO  clock_tree     clock_latency_of_the_later_clocked_register_in_the_worst_skew_pair=330ps
INFO  global_routing overflow=0
INFO  run_status     status=complete, but fails checks
INFO  floorplan      die.size.y=94.8microns
INFO  timing         finalClockPeriodUsage=1.03
INFO  clock_tree     htree_num_levels=3
INFO  power_and_ir_drop power_density=1400nW/um^2
INFO  setup_path     max_fo_critical_path=2
INFO  layout         mostFrequentLayoutCell=buf_2
INFO  global_routing grt_pass1_wl=9400microns
INFO  floorplan      top_level_ports=132
INFO  floorplan      die_area=8990squm
INFO  synth          synth_warnings=1
INFO  layout         final_cell_count_no_fill=477
INFO  drt            drt-initial-drc-count=52
INFO  drt            route.vias.total=2020
INFO  flow_run       drv.max_cap_violation_count=0
INFO  power_and_ir_drop clkPwrFrac=0.357
INFO  clock_tree     ctsRootBufferMaster=clkbuf_8
INFO  drt            route.detailed.wl_per_inst=12.9microns
INFO  setup_path     worst_path_buf_inv=1
INFO  synth          synthCells=203
INFO  synth          yosysSeqAreaShare=0.620
INFO  power_and_ir_drop intPower=4.38mW
INFO  drt            drt_pre_antenna_iters=4
INFO  setup_path     critical_path_arrival=830ps
INFO  timing         fin_crit=1030ps
INFO  synth          yosys.stat.chipArea=2580squm
INFO  timing         worst-slew-pin-transition=346ps
INFO  floorplan      die_width=94.8microns
INFO  power_and_ir_drop seqPwrFrac=0.490
INFO  setup_path     worstReg2RegStart=imm_out[2]
INFO  global_routing grt_start_max_net_pins=65
INFO  power_and_ir_drop switching_power_total=1.32mW
INFO  timing         timing.final.max_slew_violations=0
INFO  placed_design  numPortBuffers=131
INFO  floorplan      core.rowCount=33
INFO  setup_path     path_class=register to primary output
INFO  power_and_ir_drop p_sw_frac=0.231
INFO  synth          synth.cell_area=2580squm
INFO  timing         rsz0062_at_grt=yes
INFO  timing         final-setup-viol-count=61
INFO  layout         drive_gt1_frac=0.317
INFO  timing         timing_hold_violations_final=64
INFO  timing         postLayoutSetupSlackWorst=-31.7ps
INFO  synth          yosysUniqueCellTypes=8
INFO  setup_path     cp_cell_sequence=buf_2
INFO  clock_tree     path_clk_slew=70ps
INFO  setup_path     category_of_the_worst_setup_path_capture_point=primary output
INFO  setup_path     timing.critical_path.required=800ps
INFO  setup_path     cpMaxStageDelayCell=dfrtp_1
INFO  floorplan      core_region_area=8260squm
INFO  clock_tree     cts_max_path_buffers=2
INFO  drt            detailroute.wirelength.met2=2740microns
INFO  synth          syn_area_per_cell=12.7squm
INFO  power_and_ir_drop cellLeakagePower=2.21nW
INFO  global_routing antenna_found_initial=0
INFO  drt            highest_layer=met4
INFO  synth          post_synthesis_cell_count_from_yosys=203
INFO  timing         slew-limit-headroom=0.769
INFO  drt            wl_met1=2830microns
INFO  drt            num_antenna_cells=0
INFO  setup_path     setup.worst_path.start=pc_plus1_out[2]
INFO  setup_path     startpoint_type_of_the_worst_setup_path=register
INFO  drt            met3_length=520microns
INFO  layout         area.growth.synth_to_final=57.0%
INFO  power_and_ir_drop share_comb_of_total_power=0.153
INFO  floorplan      initial_core_util=0.313
INFO  drt            via_to_cell_ratio=4.23
INFO  global_routing first_global_vias=2021
INFO  synth          numSynthFlops=64
INFO  placed_design  placement.setup.worst_slack=-18.2ps
INFO  setup_path     peak_per_stage_delay_on_the_critical_path=390ps
INFO  flow_run       warnings=29
INFO  layout         final_cell_mix=66 x buf_2, 64 x dfrtp_1, 64 x clkdlybuf4s50_1, 61 x nor2_1, 60 x mux2i_1
INFO  placed_design  detailed_place_hpwl=4080microns
INFO  timing         timing.hold.ws=-114ps
INFO  layout         fill_cells=768
INFO  setup_path     internal_reg_to_reg_setup_slack=70ps
INFO  placed_design  dp_cells=436
INFO  drt            post-route-drc-count=0
INFO  drt            wirelength=6150microns
INFO  hold_path      min-delay-path-class=input port to async pin
INFO  global_routing global_route.usage.total=0.140
INFO  power_and_ir_drop peak_supply_drop=851uV
INFO  clock_tree     total_clock_sinks=64
INFO  clock_tree     cts_made_buffers=9
INFO  drt            detail-route-antenna-nets=0
[power groups by stage]
stage	clock network [mW]	logic (mW)	registers (mW)
6_report	2.03	0.871	2.79
5_1_grt	2.22	0.971	2.81
4_1_cts	2.13	0.832	2.79
[cells in the mapped netlist]
cell type / count / area share
nor2_1: 61 / 0.089
clkbuf_2: 1 / 0.0019
buf_6: 1 / 0.0044
mux2i_1: 60 / 0.23
dfrtp_1: 64 / 0.62
buf_8: 6 / 0.035
clkbuf_1: 6 / 0.0087
and2_1: 4 / 0.0097
[worst paths after layout]
kind                                    to  depth (start not counted)
max                        pc_plus1_out[2]                          1
min                        pc_plus1_out[6]                          2
max reg2reg                     imm_out[2]                          4
min reg2reg                pc_plus1_out[4]                          2
max in group asynchronous    rb_val_out[1]                          2
min in group clk0              MemRead_out                          2
[what timing repair did]
item | CTS | global route
endpoints found under the hold margin | 64 | 64
gates cloned | 0 | 0
endpoints found under the setup margin | 64 | 64
gates resized | 193 | 0
setup buffers | 6 | 19
[per-stage QoR]
stage	cell area [sq um]	utilization	power, mW	hold slack [ps]	setup TNS, ps
finish	4060	0.491	5.70	-114	-744
global route	4060	0.491	6.00	-99.6	-3610
CTS	3920	0.474	5.76	-115	-2280
detailed placement	4010	0.485	3.79	248	-94.1
global placement	4010	0.485	3.79	250	-120
floorplan	2580	-	3.13	-95.6	0
[logic make-up after synthesis]
logic type             Yosys count  share of synthesized area
AND/OR/NAND/NOR                 65                     0.0983
flip-flops                      64                      0.620
multiplexers                    60                      0.232
buffers and inverters           14                     0.0499
[final cells by class]
class / count / area, sq um / area share
sequential: 64 / 1600 / 0.395
timing repair buffer: 167 / 1290 / 0.317
multi-input combinational: 125 / 855 / 0.211
clock buffer: 13 / 169 / 0.0416
tap: 105 / 131 / 0.0324
clock inverter: 3 / 15.0 / 0.00370
[routing by layer]
layer,up-vias,global-route usage
met4,0,0.0114
met5,-,0
met2,87,0.224
met1,931,0.200
li1,996,-
met3,6,0.0441
[flip-flops by register name, summed over array words and instances, names as in the netlist]
signal	count
MemToReg_out	2
IP_out	8
MemRead_out	1
ra_out	2
rb_val_out	8
RegWrite_out	1
isCall_out	1
RegDistidx_out	2
UpdateFlags_out	1
loop_sel_out	1
IO_Write_out	1
BType_out	3
ALU_src_out	2
pc_plus1_out	8
MemWrite_out	1
rb_out	2
ALU_op_out	4
imm_out	8
ra_val_out	8
Power is estimated from default activity; no workload was simulated.
